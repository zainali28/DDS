## ./config.mk

```make
export PLATFORM = sky130hd
export DESIGN_NAME = SimpleDDS
export DESIGN_NICKNAME = SimpleDDS
export VERILOG_FILES = /design/flow/design.v
export SDC_FILE = /design/flow/constraint.sdc
export NUM_CORES = 4
export LEC_CHECK = 1
export CORE_AREA = 10 10 70 70
export DIE_AREA = 0 0 80 80
```

## ./constraint.sdc

```tcl
current_design SimpleDDS

set clk_period 1.3
set clk_io_pct 0.2

create_clock -name clk0 -period $clk_period [get_ports {DAC_clk}]

set non_clock_inputs [all_inputs -no_clocks]
set_input_delay [expr $clk_period * $clk_io_pct] -clock clk0 $non_clock_inputs
set_output_delay [expr $clk_period * $clk_io_pct] -clock clk0 [all_outputs]
```

## ./design.v

```verilog
module SimpleDDS(
    input DAC_clk,      
    output [9:0] DAC_data  
);
    reg [15:0] cnt;
    always @(posedge DAC_clk) begin
        cnt <= cnt + 16'h1;
    end
    wire cnt_tap = cnt[7];  
    assign DAC_data = {10{cnt_tap}};  
endmodule
```

## ./run.sh

```bash
#!/bin/bash
# OpenROAD 26Q1-2900-gdf79404cd8, Yosys 0.63+post, stock flow scripts
make -C /OpenROAD-flow-scripts/flow DESIGN_CONFIG=/design/flow/config.mk WORK_HOME=/design/flow/orfs finish
```

==> impl_metrics.toml <==
# synthesis and place-and-route metrics
[global_route]
gr-usage-all-layers_pct = 1.835
met1_usage_pct = 2.012
busiest_layer = "met3"
met2_usage_pct = 1.846
antenna_found_initial = 0
grt_pass1_wl_um = 890
use_met3_pct = 2.614
gr-total-overflow = 0
grt_max_degree = 12
grt_pass1_vias = 196

[placement]
portBuffers = 10
dp.cells = 80
place_hpwl_um = 428.6
gp_congestion = 0.7182

[timing]
finalSetupTns_ns = 0
hold_viol = 0
period_needed_ns = 1.117
clock_skew_ns = 0.002556
setup_viol = 0
period_used_pct = 85.94
finalMaxSlewViolations = 0
timing.fmax_ghz = 0.8950
tightestPinTransition_ns = 0.1682
slew_headroom_pct = 88.77
grt_setup_unrepaired = "false"

[clock_network]
numClockSinks = 8
clockBufferDepth = 2
h-tree-depth = 1
cts_hold_buf = 0
clk_latency_ns = 0.25
clk_pin_slew_worst_paths_ns = 0.05
cts_tree = "yes"
cts_buffers = 3
cts-root-buf = "clkbuf_4"

[critical_path]
path_max_fanout = 11
worstPathRequired_ns = 1.04
startpoint_type = "flip-flop"
critPathBufInv = 1
crit_slowest_cell = "dfxtp_4"
endpoint_kind = "output pin"
cpPeakStageDelay_ns = 0.36
path_delay_family = "flip-flops"
crit_type = "reg2out"
cp.arrival_ns = 0.86
worstPathCellList = "dlygate4sd2_1"

[die]
fp-row-count = 21
dieHeight_um = 80
dieWidth_um = 80
initial_core_util_pct = 10.29
coreArea_mm2 = 0.003416
ios = 11
chip_area_mm2 = 0.006400

[pwr]
p_leak_nw = 0.2121
peakVddDrop_v = 0.0002481
power_density_mw_per_mm2 = 948.4

[synthesis]
synthMuxAreaShare_pct = 0
synth.logic.top_family = "buffers and inverters"
simple_gate_share_pct = 13.52
synth_warnings = 1
ys_chip_area_um2 = 351.6
yosys.area_share.adder_pct = 3.559
xor_share_pct = 14.95
yosys.stat.seqShare_pct = 45.55
synth_area_um2 = 351.6
ys_types = 12
avgSynthCellArea_um2 = 10.34
numSynthFlops = 8
ys_cells = 34
aoi_share_pct = 0
syn_inst = 34

[cells_and_area]
fillers = 400
area_growth_pct = 27.40
reg.largest.list = "cnt (8)"
largest_reg_flops = 8
stdcell_count = 83
regMostFlops = "cnt"
drive_gt1_share_pct = 16.22

[outcome]
status = "finished clean"

[routing]
wl_um = 551
avgViaCountPerCell = 2.542
num_vias = 211
drc = 0
wl_per_cell_um = 6.639
antenna_cells = 0
first_pass_iters = 2
drt_iter0_drc = 2
drtAntennaViolNets = 0

[hold_path]
hp-class = "reg2reg"

[flow_run]
drv_cap = 0
warning_count = 25
kinds of logic after synthesis:
kind of cell,after synthesis
XOR/XNOR,6
flip-flops,8
AND/OR/NAND/NOR,8
adder cells (fa/ha/maj),1
buffers and inverters,11
power by group:
| group | internal (mW) | total, mW | switching (mW) | leakage, nW |
|---|---|---|---|---|
| logic | 0 | 0.000000133 | 0 | 0.133 |
| clock network | 0.105 | 0.181 | 0.0762 | 0.0138 |
| registers | 0.244 | 0.244 | 0 | 0.0652 |
through the flow:
stage               instance area (um2)  utilization [%]  hold WS, ns  power (mW)  setup WS (ns)
global placement                  434.2            12.71       0.3897      0.2506        0.04580
CTS                               447.9            13.11       0.4131      0.4371         0.1606
detailed placement                434.2            12.71       0.3987      0.2506        0.01195
global route                      447.9            13.11       0.4438      0.4598         0.1238
floorplan                         351.6                -       0.3819      0.2506         0.4305
finish                            447.9            13.11       0.4077      0.4248         0.1827
layout by cell type, fill, tap and decap left out, drive strengths merged:
cell / count
dfxtp: 8
ha: 1
nor2: 1
nand2: 2
nor3: 1
nand3: 3
dlygate4sd2: 10
inv: 1
xor2: 3
xnor2: 3
clkbuf: 3
and3: 1
repair_timing:
action / in CTS / in global routing
buffers inserted: 0 / 0
resized: 12 / 0
setup endpoints to repair: 10 / 0
synth_stat cells:
library cell,number,area share [%]
nor2_1,1,1.1
and3_1,1,1.8
xnor2_1,3,7.5
xor2_1,3,7.5
nand3_1,2,2.8
dfxtp_1,8,46
nand3_2,1,2.8
ha_1,1,3.6
nand2_1,2,2.1
inv_1,1,1.1
nor3_2,1,2.8
buf_4,10,21
path summary, 6_finish.rpt:
kind / start / to / slack [ns] / cells past startpoint
max: cnt[7] / DAC_data[6] / 0.18 / 1
max reg2reg: cnt[2] / cnt[7] / 0.36 / 3
min reg2reg: cnt[0] / cnt[0] / 0.41 / 1
min: cnt[0] / cnt[0] / 0.41 / 1
layout make-up:
class | count | area, um2 | area share, %
Clock buffer | 3 | 22.52 | 5.028
Sequential cell | 8 | 163.9 | 36.59
Tap cell | 46 | 57.56 | 12.85
Inverter | 1 | 3.754 | 0.8380
Timing Repair Buffer | 10 | 87.58 | 19.55
Multi-Input combinational cell | 15 | 112.6 | 25.14
layer usage:
layer  routed length, um  up-vias  part of all wire (%)
met4                   0        0                     0
met3                 165        0                    30
met1                 221       91                    40
met5                   0        -                     0
li1                    -      105                     -
met2                 164       15                    30
No activity file was given, so power comes from the tool's default toggle rates.
